File: design/flow/run.sh
#!/bin/bash
# OpenROAD 26Q1-2900-gdf79404cd8, Yosys 0.63+post, stock flow scripts
make -C /OpenROAD-flow-scripts/flow DESIGN_CONFIG=/design/flow/config.mk WORK_HOME=/design/flow/orfs finish
File: design/flow/config.mk
export PLATFORM = sky130hd
export DESIGN_NAME = MT9V_to_AXIS
export DESIGN_NICKNAME = MT9V_to_AXIS
export VERILOG_FILES = /design/flow/design.v
export SDC_FILE = /design/flow/constraint.sdc
export NUM_CORES = 4
export LEC_CHECK = 1
export CORE_UTILIZATION = 50
File: design/flow/constraint.sdc
current_design MT9V_to_AXIS

set clk_period 4.5
set clk_io_pct 0.2

create_clock -name clk0 -period $clk_period [get_ports {pclk}]

set non_clock_inputs [all_inputs -no_clocks]
set_input_delay [expr $clk_period * $clk_io_pct] -clock clk0 $non_clock_inputs
set_output_delay [expr $clk_period * $clk_io_pct] -clock clk0 [all_outputs]
File: design/flow/design.v
`timescale 1 ns / 1 ps
module MT9V_to_AXIS(
	pclk,
    data,
    fm,
    ln,
	m_axis_video_tdata,
	m_axis_video_tlast,
	m_axis_video_tready,
	m_axis_video_tuser,
	m_axis_video_tvalid,
	av,
	hs,
	vs
	);
  localparam P1_delay = 71;
  input pclk;
  input [7:0]data;
  input fm;
  input ln;
  output [7:0] m_axis_video_tdata;
  output m_axis_video_tlast;
  input m_axis_video_tready;
  output m_axis_video_tuser;
  output m_axis_video_tvalid;
  (* X_INTERFACE_INFO = "xilinx.com:interface:video_timing:2.0 timing_in ACTIVE_VIDEO" *)    
  output av;
  (* X_INTERFACE_INFO = "xilinx.com:interface:video_timing:2.0 timing_in HSYNC" *)  
  output hs;
  (* X_INTERFACE_INFO = "xilinx.com:interface:video_timing:2.0 timing_in VSYNC" *)  
  output vs;
  reg fm_reg1;
  reg fm_reg2;
  reg ln_reg1;
  reg ln_reg2;
  reg ln_reg3;
  reg ln_reg4;
  reg [7:0] data_reg1;
  reg [7:0] data_reg2;
  reg flag = 0;
  reg start = 0;
  reg [P1_delay + 1:0] fm_with_P1_delay_reg;
  reg [15:0] pixcnt1;	 
  reg [15:0] pixcnt2;	 
  reg [15:0] pixcnt3;	 
  reg [15:0] pixcnt_max;
  reg [15:0] linecnt;
  reg hs_reg1 = 1'b0;	 
  reg hs_reg2 = 1'b0;	 
  reg vs_reg = 1'b0;
  always @(posedge pclk)
  data_reg1 <= #1 data;
  always @(posedge pclk)
  data_reg2 <= #1 data_reg1;
  always @(posedge pclk)
  ln_reg1 <= #1 ln;
  always @(posedge pclk)
  ln_reg2 <= #1 ln_reg1 & (!ln);
  always @(posedge pclk)
  ln_reg3 <= #1 (!ln_reg1) & ln;  
  always @(posedge pclk)
	  if(ln_reg3)
		ln_reg4 <= #1 1'b0;
	  else
		if(ln_reg1 & (!ln))
		ln_reg4 <= #1 1'b1;
		else
		ln_reg4 <= #1 ln_reg4;
  always @(posedge pclk)
	  if(ln_reg3)
		flag <= #1 1;
	  else
		if(!fm)
			flag <= #1 0;
		else
			flag <= #1 flag;
  always @(posedge pclk)
  start <= #1 ln_reg3 & (!flag);
  always @(posedge pclk)
  fm_reg1 <= #1 fm;
  always @(posedge pclk)
  fm_reg2 <= #1 fm_reg1 & ln_reg1;
  always @(posedge pclk)
  fm_with_P1_delay_reg <= #1 {fm,fm_with_P1_delay_reg[P1_delay + 1:1]};
  assign m_axis_video_tdata = data_reg2;
  assign m_axis_video_tlast = ln_reg4; 
  assign m_axis_video_tuser = start;
  assign m_axis_video_tvalid = fm_reg2;
  always @(posedge pclk)
	  if((fm_reg2)|(!fm_with_P1_delay_reg[0]))
		  pixcnt1 <= #1 0;
	  else
		  pixcnt1 <= #1 pixcnt1 + 1;
  always @(posedge pclk)
	  if(pixcnt1 >= 15 & pixcnt1 < 15 + 48)
		  hs_reg1 <= #1 1'b1;
	  else
		  hs_reg1 <= #1 1'b0;
  always @(posedge pclk)
	  if(!fm_reg2)
		  pixcnt2 <= #1 0;
	  else
		  pixcnt2 <= #1 pixcnt2 + 1;
  always @(posedge pclk)
	  if(start) 
		  pixcnt_max <= #1 0;
	  else
		  if(pixcnt_max <= pixcnt2)
			pixcnt_max <= #1 pixcnt2;
		  else
			pixcnt_max <= #1 pixcnt_max;
  always @(posedge pclk)
	  if(fm_with_P1_delay_reg[0])
		  pixcnt3 <= #1 0;
	  else
		  if(pixcnt3 == pixcnt_max + 93)
			pixcnt3 <= #1 0;
		  else
			pixcnt3 <= #1 pixcnt3 + 1;
  always @(posedge pclk)
	  if(pixcnt3 >= pixcnt_max + 15 & pixcnt3 < pixcnt_max + 15 + 48)
		  hs_reg2 <= #1 1'b1;
	  else
		  hs_reg2 <= #1 1'b0;			
	always @(posedge pclk)
	  if(fm_with_P1_delay_reg[0]) 
		  linecnt <= #1 0;
	  else  
		  if(pixcnt3 == pixcnt_max + 92) 
			linecnt <= #1 linecnt + 1;
		  else
			linecnt <= #1 linecnt;  
  always @(posedge pclk)
	  if(linecnt == 16'h000a | linecnt == 16'h000b)
		  vs_reg <= #1 1'b1;
	  else
		  vs_reg <= #1 1'b0;			
  assign hs = hs_reg1 | hs_reg2;
  assign vs = vs_reg;
  assign av = fm_reg2;
endmodule
==> flow_metrics.py <==
# Physical implementation metrics
metrics = {
    "status": {
        "status": "complete, no violations",
    },
    "layout": {
        "largest_register_ffs": 73,
        "drive_gt1_frac": 0.0784,
        "area_growth_pct": 12.0,
    },
    "power_and_ir_drop": {
        "pwr-share-clk": 0.459,
        "p_comb_frac": 0.038,
        "leakage_nw": 3.54,
        "sw_frac_of_total": 0.221,
        "seqPwrFrac": 0.502,
        "powerDensity_nw_per_um2": 355,
        "p_sw_w": 0.000715,
        "vdd_ir_drop_max_uv": 408,
        "internal_power_w": 0.00252,
    },
    "final_timing": {
        "fin_crit_ns": 4.04,
        "finClkSkew_ns": 0.0142,
        "max_slew_margin": 0.541,
        "finalSetupViolCount": 0,
        "worstMarginPinSlew_ns": 0.687,
        "finalWorstSetupSlack_ns": 0.459,
        "hold_violations": 0,
        "drv_slew": 0,
        "finalClockPeriodUsage": 0.898,
        "fmax_mhz": 247,
        "finalSetupTns_ns": 0,
        "rsz0062_at_grt": "false",
    },
    "clocking": {
        "cts_max_level": 4,
        "clkSinkCount": 178,
        "cts_resized": 0,
        "cts-root-buf": "clkbuf_16",
        "clockBufferDepth": 2,
        "cts_hold_buffers": 0,
        "path_clk_slew_ns": 0.07,
        "cts_inserted_buffers": 17,
        "insertion_delay_ns": 0.42,
        "cts_tree": "done",
        "postCtsSetupRepairBufs": 0,
    },
    "drt": {
        "remaining_drc_errors": 0,
        "drtPass1Iterations": 5,
        "ant_nets": 0,
        "drtIter0Drc": 296,
        "vias_per_cell": 5.31,
        "num_vias": 5817,
        "wl_per_cell_um": 14.2,
        "routed_wl_mm": 15.6,
        "n_antenna_cell": 0,
    },
    "synth": {
        "synthArstFlopShare": 0,
        "yosys_cells": 859,
        "top_cells_by_area": "dfxtp_1 (44%), ha_1 (8.3%), xnor2_1 (6.0%)",
        "top_cell_area_share": 0.437,
        "syn_area_um2": 8150,
        "post-synth-top-area-cell": "dfxtp_1",
        "synth_top_cell_by_count": "dfxtp_1",
        "postSynthCellCount": 859,
        "ys_ff": 178,
        "flop_cell": "dfxtp_1",
        "ys_seq_frac": 0.437,
        "yosysUniqueCellTypes": 62,
        "yosys-top-cells-count": "dfxtp_1 (178), nor2_1 (85), xnor2_1 (56)",
        "yosys-stat-area_um2": 8150,
        "edf_count": 0,
        "syn_avg_cell_area_um2": 9.49,
        "ys_warn_count": 1,
    },
    "placed_design": {
        "io_buffers": 24,
        "gp_congestion": 0.885,
        "pre_cts_ws_ns": 0.495,
        "dp_hpwl_mm": 10.9,
    },
    "worst_hold_path": {
        "hold_path_class": "reg2reg",
    },
    "global_route": {
        "grt_pass1_vias": 5296,
        "grtUsageTotal": 0.204,
        "grt_pass1_wl_mm": 26.4,
        "grt_max_degree": 33,
        "antenna_found_initial": 0,
        "gr-total-overflow": 0,
    },
    "floorplan": {
        "dieArea_um2": 16800,
        "rows": 46,
        "fp-utilization": 0.513,
        "io_pins": 26,
        "fp.dieH_um": 130,
        "coreArea_um2": 15900,
        "die_x_um": 130,
    },
    "setup_path": {
        "cp.required_ns": 4.84,
        "crit_fanout": 11,
        "critPathCaptureType": "flop",
        "crit_path_start_kind": "flop",
        "crit_arrival_ns": 4.38,
        "critical_path_class": "reg2reg",
    },
    "flow_run": {
        "maxCapViolCount": 0,
        "warning_count": 30,
    },
}
## kinds of logic after synthesis
family                   synth area share
buffers and inverters              0.0408
multiplexers                       0.0246
adder cells (fa/ha/maj)            0.0829
AND/OR/NAND/NOR                     0.208
AND-OR/OR-AND                       0.106
XOR/XNOR                            0.101
flip-flops                          0.437
## routing by layer
metal | track usage | up-vias | wire [um]
li1 | - | 3024 | -
met1 | 0.337 | 2680 | 8080
met2 | 0.302 | 101 | 6750
met3 | 0.0278 | 12 | 564
met4 | 0.0253 | 0 | 197
met5 | 0 | - | 0
## power groups by stage
stage	Sequential, W	Combinational (W)	Clock [W]
finish	0.00163	0.000124	0.00149
global route	0.00163	0.000140	0.00160
CTS	0.00163	0.000124	0.00152
## metrics by stage
| stage | hold WS [ns] | power, W | utilization | std cells | instance area [um^2] |
|---|---|---|---|---|---|
| finish | 0.324 | 0.00324 | 0.575 | 1096 | 9130 |
| global route | 0.329 | 0.00337 | 0.575 | 1096 | 9130 |
| CTS | 0.327 | 0.00328 | 0.575 | 1096 | 9130 |
| detailed placement | 0.312 | 0.00179 | 0.537 | 1065 | 8520 |
| global placement | 0.310 | 0.00178 | 0.537 | 1065 | 8520 |
| floorplan | 0.310 | 0.00174 | - | 859 | 8150 |
## final timing paths
kind | startpoint | endpoint | slack (ns) | cells after the start
worst max-delay path | pixcnt_max[2] | hs_reg2 | 0.46 | 14
worst min-delay path | fm_with_P1_delay_reg[31] | fm_with_P1_delay_reg[30] | 0.32 | 0
worst max register to register | pixcnt_max[2] | hs_reg2 | 0.46 | 14
worst min register to register | fm_with_P1_delay_reg[31] | fm_with_P1_delay_reg[30] | 0.32 | 0
## worst max-delay path, cell delays in order (launching register included)
cell       delay, ns
dfxtp_1         0.63
inv_1           0.17
ha_1            0.25
nand2b_1        0.14
nand2_1         0.25
xnor2_1         0.25
ha_1            0.26
or3b_2          0.54
nor2_1          0.14
xor2_1          0.16
ha_1            0.25
and4_1          0.21
a2111oi_0       0.36
o311ai_0        0.20
a31oi_1         0.16
## layout make-up
type | instances | area, um^2
multi-input cells | 604 | 4260
well taps | 216 | 270
fillers | 1361 | 6760
flip-flops and latches | 178 | 3560
clock inverters | 12 | 161
repair buffers | 33 | 308
clock buffers | 19 | 443
inverters | 34 | 128
## cells in the final DEF (no fill, tap or decap), types with 3 or more instances in the layout
master and n:
nor3_1 20, o211ai_1 4, and3_1 25, ha_1 54, a211oi_1 3, and4_1 6
dfxtp_1 178, nand2b_1 6, a31oi_1 5, clkdlybuf4s50_1 24, or2_2 3, o31a_1 3
nand4_1 33, inv_8 4, mux2_2 16, o22ai_1 4, buf_4 9, nand2_1 38
nand3_1 36, clkbuf_16 17, nor2b_1 26, and2_1 25, o21ai_0 19, nor4_1 8
xnor2_1 56, inv_1 34, inv_6 4, a22o_1 17, o21a_1 5, a2111oi_0 3
a21o_1 10, a21oi_1 18, xor2_1 38, nor2_1 85
Power is estimated from default activity; no workload was simulated.
