==> /design/flow/config.mk <==
export PLATFORM = sky130hd
export DESIGN_NAME = ZYBO_RGB
export DESIGN_NICKNAME = ZYBO_RGB
export VERILOG_FILES = /design/flow/design.v
export SDC_FILE = /design/flow/constraint.sdc
export NUM_CORES = 4
export LEC_CHECK = 1
export CORE_AREA = 10 10 70 70
export DIE_AREA = 0 0 80 80
==> /design/flow/constraint.sdc <==
current_design ZYBO_RGB

set clk_period 1.0
set clk_io_pct 0.2

create_clock -name clk0 -period $clk_period

set non_clock_inputs [all_inputs -no_clocks]
set_input_delay [expr $clk_period * $clk_io_pct] -clock clk0 $non_clock_inputs
set_output_delay [expr $clk_period * $clk_io_pct] -clock clk0 [all_outputs]
==> /design/flow/design.v <==
`timescale 1 ns / 1 ps
module  ZYBO_RGB
   (
   av,
   data,
   RED,
   GREEN,
   BLUE
   );
	input av;
	input [23:0] data;
	output [4:0] RED;
	output [5:0] GREEN;
	output [4:0] BLUE;
	assign RED 		= av ? data[23:19] 	: 0;
	assign GREEN 	= av ? data[7:2] 	: 0;
	assign BLUE 	= av ? data[15:11] 	: 0;	
endmodule
==> /design/flow/run.sh <==
#!/bin/bash
# OpenROAD 26Q1-2900-gdf79404cd8, Yosys 0.63+post, stock flow scripts
make -C /OpenROAD-flow-scripts/flow DESIGN_CONFIG=/design/flow/config.mk WORK_HOME=/design/flow/orfs finish
==> flow_metrics.tcl <==
# place-and-route summary
set metrics [dict create \
    min_to "BLUE[0]" \
    via_per_inst 2.31 \
    ys_top_cells_by_count "and2_2 (12), and2_1 (4), buf_6 (1)" \
    vias 226 \
    top_logic_kind "simple AND/OR/NAND/NOR gates" \
    flop_area_um2 0 \
    fill_cells 403 \
    antenna_found_initial 0 \
    yosys_area_um2 126 \
    min_path_cells 3 \
    required_ns 0.80 \
    cp_cell_sequence "dlygate4sd2_1 > and2_4 > clkdlybuf4s15_1" \
    rsz0062_at_grt "false" \
    hpwl_um 755 \
    die-width_um 80 \
    pre_cts_ws_ns -0.656 \
    routed_wl_um 875 \
    p_leak_nw 0.257 \
    syn-instance-count 17 \
    synthMostInstantiatedCell "and2_2" \
    worst_ep_arrival_time_ns 0.74 \
    top_area_cell "and2_2" \
    ys_cells 17 \
    syn-cell-area_um2 126 \
    first_global_vias 271 \
    logic_area_um2 135 \
    grt_max_degree 7 \
    ys_sh_mux 0 \
    ff_count 0 \
    cap_violations 0 \
    finalMaxSlewViolations 0 \
    ys_sh_aoi 0 \
    initial_core_util 0.0370 \
    status "finished clean" \
    grt_use_total 0.0245 \
    io_buffers 33 \
    pwr_density_cell_nw_per_um2 304 \
    ys_sh_xor 0 \
    slowest_stage "dlygate4sd2_1" \
    area_leaders "and2_2 (71%), and2_1 (20%), buf_6 (8.9%)" \
    ys_seq_frac 0 \
    min_path_type "in -> out" \
    cpPeakStageDelay_ns 0.23 \
    ys_sh_simple 0.911 \
    antenna_left 0 \
    worstSetupEndpointType "output port" \
    yosys_warnings 0 \
    chipArea_um2 6400 \
    worst_pin_slew_ns 0.0507 \
    drtIter0Drc 2 \
    slew_headroom 0.966 \
    min_period_over_period 0.939 \
    core_area_um2 3420 \
    antenna_cells 0 \
    cp-start-kind "primary input" \
    min_from "data[11]" \
    netlist.area_leader.share 0.713 \
    syn_avg_cell_area_um2 7.43 \
    warnings 41 \
    syn_to_final_growth_pct 289 \
    ys_sh_adder 0 \
    firstDrtPassIters 2 \
    setup_slack_ns 0.0606 \
    boundaryPins 41 \
    fin_area_um2 492 \
    period_needed_ns 0.939 \
    rows 21 \
    crit_fanout 1 \
    fmax_mhz 1060 \
    die_height_um 80 \
    nClkBuffers 0 \
    drive_above_1_share 0.596 \
    fin_tns_setup_ns 0 \
    place.gp.congestion 0.639 \
    vdd_drop_max_mv 0.108 \
    wl_per_cell_um 8.93 \
    dpl-instance-area_um2 518 \
    hold_viol 0 \
    synth.distinct_cells 3 \
    overflow 0 \
    postCtsHoldBufs 0 \
    drc 0 \
    setup_viol 0 \
    grt_pass1_wl_um 1300 \
    path_class "in -> out" \
]
## worst max-delay path, delay by kind of cell
kind / cells / cell delay, ns
buf+inv: 2 / 0.39
simple gates: 1 / 0.14
## cell usage in the layout (no fill, tap or decap)
master           instances
dlygate4sd2_1           16
and2_4                  14
buf_2                   10
buf_6                    7
clkdlybuf4s15_1          3
and2_1                   2
## layer usage
layer  vias up  routed length, um  share of wire  global-route usage
li1        121                  -              -                   -
met1        86                355           0.41              0.0310
met2        19                376           0.43              0.0369
met3         0                143           0.16              0.0148
met4         0                  0              0                   0
met5         -                  0              0                   0
## cells by family (layout without fill, tap and decap cells)
kind of cell,Yosys count,in the layout
buffers and inverters,1,36
and+or+nand+nor,16,16
## repair_timing
action                                  in CTS  in global routing
pin swaps                                    7                  0
hold endpoints to repair                     0                  0
buffers inserted                             1                  0
gates resized                               86                  1
endpoints found under the setup margin      16                  3
cloned                                       1                  0
## per-stage QoR
| stage | util | hold WS [ns] | instances | power, W |
|---|---|---|---|---|
| finish | 0.144 | 0.770 | 98 | 0.000149 |
| global route | 0.144 | 0.798 | 98 | 0.000164 |
| CTS | 0.145 | 0.778 | 99 | 0.000155 |
| detailed placement | 0.152 | 1.35 | 97 | 0.000165 |
| global placement | 0.152 | 1.35 | 97 | 0.000164 |
| floorplan | - | 0.477 | 17 | 0.0000270 |
## layout make-up
type,count,share of cell area
multi-input combinational,16,0.275
tap,46,0.117
timing repair buffer,36,0.608
## power by group
part,leakage (nW),internal (W),switching [W]
clock network,0,0,0
logic,0.257,0.000115,0.0000339
registers,0,0,0
## worst max-delay path by stage
stage | slack [ns] | start | end
5_1_grt | 0.02 | data[7] | GREEN[5]
4_1_cts | -0.002 | av | RED[3]
6_report | 0.06 | data[4] | GREEN[2]
No activity file was given, so power comes from the tool's default toggle rates.
