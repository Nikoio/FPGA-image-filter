[/design/flow/run.sh]
#!/bin/bash
# OpenROAD 26Q1-2900-gdf79404cd8, Yosys 0.63+post, stock flow scripts
make -C /OpenROAD-flow-scripts/flow DESIGN_CONFIG=/design/flow/config.mk WORK_HOME=/design/flow/orfs finish
[/design/flow/config.mk]
export PLATFORM = sky130hd
export DESIGN_NAME = VTC_fix
export DESIGN_NICKNAME = VTC_fix
export VERILOG_FILES = /design/flow/design.v
export SDC_FILE = /design/flow/constraint.sdc
export NUM_CORES = 4
export LEC_CHECK = 1
export CORE_AREA = 10 10 111 111
export DIE_AREA = 0 0 121 121
[/design/flow/constraint.sdc]
current_design VTC_fix

set clk_period 3.1
set clk_io_pct 0.2

create_clock -name clk0 -period $clk_period [get_ports {pclk}]

set non_clock_inputs [all_inputs -no_clocks]
set_input_delay [expr $clk_period * $clk_io_pct] -clock clk0 $non_clock_inputs
set_output_delay [expr $clk_period * $clk_io_pct] -clock clk0 [all_outputs]
[/design/flow/design.v]
`timescale 1 ns / 1 ps
module VTC_fix #(
  parameter FIX_LENGTH = 4
)
   (pclk,
	av_in,
	hb_in,
	hs_in,
	vb_in,
	vs_in,
	vtg_ce_in,
	av_out,
	hb_out,
	hs_out,
	vb_out,
	vs_out,
	vtg_ce_out
	);
  input pclk;
  input vtg_ce_in;
  output vtg_ce_out;  
  (* X_INTERFACE_INFO = "xilinx.com:interface:video_timing:2.0 timing_in ACTIVE_VIDEO" *)  
  input av_in;
  (* X_INTERFACE_INFO = "xilinx.com:interface:video_timing:2.0 timing_in HBLANK" *)
  input hb_in;
  (* X_INTERFACE_INFO = "xilinx.com:interface:video_timing:2.0 timing_in HSYNC" *)
  input hs_in;
  (* X_INTERFACE_INFO = "xilinx.com:interface:video_timing:2.0 timing_in VBLANK" *)
  input vb_in;
  (* X_INTERFACE_INFO = "xilinx.com:interface:video_timing:2.0 timing_in VSYNC" *)
  input vs_in;  
  (* X_INTERFACE_INFO = "xilinx.com:interface:video_timing:2.0 timing_out ACTIVE_VIDEO" *)  
  output av_out;
  (* X_INTERFACE_INFO = "xilinx.com:interface:video_timing:2.0 timing_out HBLANK" *)  
  output hb_out;
  (* X_INTERFACE_INFO = "xilinx.com:interface:video_timing:2.0 timing_out HSYNC" *)  
  output hs_out;
  (* X_INTERFACE_INFO = "xilinx.com:interface:video_timing:2.0 timing_out VBLANK" *)  
  output vb_out;
  (* X_INTERFACE_INFO = "xilinx.com:interface:video_timing:2.0 timing_out VSYNC" *)  
  output vs_out;
  reg [15:0] hb_count = 0;
  reg [15:0] vb_count = 0;
  reg [3:0]  fix_reg = 4'b1111;
  always @(posedge pclk)
  if(hb_in)
  hb_count <= #1 0;
  else
  hb_count <= #1 hb_count + 1;
  always @(posedge pclk)
  if(vs_in)
	vb_count <= #1 0;
  else
	if(hb_count==16'h80) 
		vb_count <= #1 vb_count + 1;  
	else
		vb_count <= #1 vb_count;
  always @(posedge pclk)
  if(vb_count==8'h0007 & hb_count==16'h7E)  
	fix_reg <= #1 4'b0111;
  else
	fix_reg <= #1 {1'b1,fix_reg[3:1]};
  assign vtg_ce_out = &fix_reg&vtg_ce_in;	 
  assign av_out = av_in;
  assign hb_out = hb_in;
  assign hs_out = hs_in;
  assign vb_out = vb_in;
  assign vs_out = vs_in;
endmodule
==> changes_impl.md <==
### Physical design

- Cells after Synth: 201
- Post-CTS sizing: 0
- CTS Sinks: 36
- Chip area: 14,600 um^2
- Final Hold Fails: 0
- Maximum number of pins on one net before global-route repair: 19
- R2R Path Start: vb_count[0]
- Fin crit share: 0.740
- Worst Setup SP: vtg_ce_in
- Worst Path Required: between 2 and 2.5 ns
- Clock Power Share: 0.404
- Hold_buf cts: 0
- Root buffer cell: clkbuf_8
- Seq/Total Area, Yosys: 0.400
- Cell Type Count: 37
- Core footprint: about 10000 um^2
- Maximum buffer depth of the clock tree: 2
- Drt drc: 0
- Global route overflow: 0
- YS warnings: 1
- Met1 Use GR: 0.0593
- Via-to-Cell Ratio: between 4 and 5
- Via count: 1,387
- Type of the worst setup path: input port to output pin
- Drt initial violations: 20
- Flop2flop setup slack: 1.01 ns
- Post-CTS setup buffer count: 0
- Peak VDD IR: 0.150 mV
- Initial antenna violation count: 0
- Diode count: 0
- P_int: 664 uW
- Final setup violation count: 0
- Number of I/O pins: 13
- Net Switching: between 150 and 200 uW
- Placed Cells: around 330
- Avg Cell Area, Syn: ~9 um^2
- GRT met2 Usage: 0.0823
- Core Rows: 36
- Tot GR Track Use: 0.0475
- Area grow syn2layout: 15.0%
- Max-cap violation count: 0
- Pins Over Slew Limit: 0
- Wirelength per Cell: 9.92 um
- Arr. time, crit path: ~1.7 ns
- TritonCTS clock tree: built
- Port bufs: 6
- Startpoint Class: input port
- Placer congestion estimate: 0.804
- Netlist Area Pre-Place: between 1500 and 2000 um^2
- Logic pwr share: 0.039
- Pwr dens: 409 nW/um^2
- Sequential Power Share: 0.556
- Number of global-route vias before repair: 1,365
- Clock transition at the registers of the reported paths: 0.07 ns
- Post-Layout Cell Count: approximately 340
- Initial Utilization: 0.183
- Post-route ant nets: 0
- Global-route wire length before repair: 6.03 mm
- Switching Fraction: 0.216
- Chip Width: roughly 120 um
- Setup Skew: 0.00759 ns
- Leakage: roughly 0.65 nW
- Dpl hpwl: 2.34 mm
- HP Start: fix_reg[1]
- Yosys chip area: 1800 um^2
- Routed wire length: 3.36 mm
- Die height: 121 um
- Skew-Pair Late Insertion Delay: 0.29 ns
- Share of layout cells above drive strength 1: 0.112
- Detailed-router iteration count before antenna repair: 4
- Worst-Margin Slew: between 0.5 and 0.6 ns
- Met3 Use GR: 0.0118
- Fmax achieved: 436 MHz
- H-tree depth: 2
- CTS buffer count: 5
- GR peak layer: met2
- Total negative setup slack: 0 ns
- Seq cells post-synth: 36
- Status: complete, no violations
- Tool warnings: 27
- Yosys cell count: 201
- Post-layout minimum cycle time: 2.29 ns
- RSZ-0062 raised after global routing: no
- Worst min path class: flop to flop
- Relative slew slack: 0.636
- Worst-path maximum fanout: 1
- Critical Path Sink Type: output pin
Yosys cell counts:
| cell | instances | share of area |
|---|---|---|
| xnor2_1 | 10 | 0.049 |
| and2_1 | 2 | 0.0069 |
| nor3_1 | 5 | 0.014 |
| nor4_4 | 2 | 0.024 |
| buf_2 | 1 | 0.0028 |
| nand3_2 | 1 | 0.0056 |
| or3_1 | 6 | 0.021 |
| or3_4 | 1 | 0.0062 |
| o21ba_2 | 1 | 0.0056 |
| o21ai_0 | 6 | 0.017 |
| xor2_1 | 2 | 0.0097 |
| nor4b_4 | 1 | 0.013 |
| and4_1 | 2 | 0.0097 |
| and3_2 | 1 | 0.0042 |
| nand4_1 | 8 | 0.028 |
| nor3b_1 | 1 | 0.0042 |
| nor2b_1 | 5 | 0.017 |
| or4_1 | 9 | 0.037 |
| inv_1 | 9 | 0.019 |
| nand4_2 | 1 | 0.0069 |
| or2_2 | 3 | 0.010 |
| nor4b_1 | 2 | 0.0097 |
| ha_1 | 4 | 0.028 |
| nand4b_4 | 1 | 0.013 |
| a21oi_1 | 14 | 0.039 |
| dfxtp_1 | 36 | 0.40 |
| buf_4 | 5 | 0.021 |
| nor4bb_1 | 1 | 0.0056 |
| nand3_1 | 11 | 0.031 |
| buf_1 | 1 | 0.0021 |
| mux2_2 | 3 | 0.019 |
| clkbuf_1 | 4 | 0.0083 |
| o31ai_1 | 8 | 0.033 |
| o21a_1 | 1 | 0.0042 |
| nor4_1 | 6 | 0.021 |
| nor2_1 | 18 | 0.037 |
| nand2_1 | 9 | 0.019 |
area by class of cell:
cell class / count / area (um^2)
Clock buffer: 8 / 90.1
Fill cell: 1061 / 7790
Inverter: 9 / 33.8
Multi-Input combinational cell: 145 / 987
Sequential cell: 36 / 721
Tap cell: 133 / 166
Timing Repair Buffer: 8 / 75.1
per-stage QoR:
stage               setup WS (ns)  hold slack, ns   util  power, mW  area [um^2]
finish                      0.806           0.440  0.210      0.848         2070
global route                0.724           0.462  0.210      0.877         2070
CTS                         0.786           0.443  0.210      0.856         2070
detailed placement          0.786           0.431  0.201      0.516         1980
global placement            0.786           0.424  0.201      0.516         1980
floorplan                    1.37           0.417      -      0.505         1800
power by group through the flow:
stage	clock, mW	combinational, mW	sequential [mW]
finish	0.343	0.0335	0.471
global route	0.368	0.0377	0.472
CTS	0.351	0.0341	0.471
kinds of logic (layout without fill, tap and decap cells):
kind of cell    Yosys count  after routing  synth area share
compound gates           30             30            0.0985
xor+xnor                 12             12            0.0583
fa+ha+maj                 4              4            0.0278
buf+inv                  20             25            0.0527
flops                    36             36             0.400
mux                       3              3            0.0187
simple gates             96             96             0.344
routing by layer:
metal  up-vias  part of all wire
li1        736                 -
met1       630              0.48
met2        15              0.46
met3         6             0.035
met4         0             0.019
met5         -                 0
worst max-delay path, cell delays in order:
cell and delay, ns:
clkdlybuf4s50_1 0.45, nand2_1 0.05, nor2_1 0.09, clkdlybuf4s50_1 0.47
cell usage in the layout (no fill, tap or decap), drive strengths merged, types with 4 or more instances in the layout:
| cell | instances |
|---|---|
| ha | 4 |
| nor2 | 18 |
| inv | 9 |
| dfxtp | 36 |
| o31ai | 8 |
| nor3 | 5 |
| nand4 | 9 |
| clkbuf | 8 |
| nor2b | 5 |
| or4 | 9 |
| a21oi | 14 |
| o21ai | 6 |
| or3 | 7 |
| nor4 | 8 |
| xnor2 | 10 |
| clkdlybuf4s50 | 6 |
| nand3 | 12 |
| nand2 | 9 |
worst paths after layout:
check            endpoint  cells after the start
max            vtg_ce_out                      4
min            fix_reg[0]                      1
max reg2reg  vb_count[12]                      5
min reg2reg    fix_reg[0]                      1
Power and IR drop assume default switching activity.
